File: flow/run.sh
#!/bin/bash
# OpenROAD 26Q1-2900-gdf79404cd8, Yosys 0.63+post, stock flow scripts
make -C /OpenROAD-flow-scripts/flow DESIGN_CONFIG=/design/flow/config.mk WORK_HOME=/design/flow/orfs finish
File: flow/config.mk
export PLATFORM = sky130hd
export DESIGN_NAME = fid_bottom_ptr_impl
export DESIGN_NICKNAME = fid_bottom_ptr_impl
export VERILOG_FILES = /design/flow/design.v
export SDC_FILE = /design/flow/constraint.sdc
export NUM_CORES = 4
export LEC_CHECK = 1
export CORE_AREA = 10 10 81 81
export DIE_AREA = 0 0 91 91
File: flow/constraint.sdc
current_design fid_bottom_ptr_impl

set clk_period 3.9
set clk_io_pct 0.2

create_clock -name clk0 -period $clk_period

set non_clock_inputs [all_inputs -no_clocks]
set_input_delay [expr $clk_period * $clk_io_pct] -clock clk0 $non_clock_inputs
set_output_delay [expr $clk_period * $clk_io_pct] -clock clk0 [all_outputs]
File: flow/design.v
module fid_bottom_ptr_impl(
  input  logic [7:0] entry_valid_i,
  input  logic [2:0] bottom_ptr_current,
  output logic [2:0] bottom_ptr_next
);
  logic [7:0] entry_valid_shift;
  assign entry_valid_shift = entry_valid_i >> bottom_ptr_current
                           | entry_valid_i << ('d8 - bottom_ptr_current);
  assign bottom_ptr_next[2:0] = entry_valid_shift[0] ? bottom_ptr_current[2:0]
                              : entry_valid_shift[1] ? bottom_ptr_current[2:0] + 3'd1
                              : entry_valid_shift[2] ? bottom_ptr_current[2:0] + 3'd2
                              : entry_valid_shift[3] ? bottom_ptr_current[2:0] + 3'd3
                              : entry_valid_shift[4] ? bottom_ptr_current[2:0] + 3'd4
                              : entry_valid_shift[5] ? bottom_ptr_current[2:0] + 3'd5
                              : entry_valid_shift[6] ? bottom_ptr_current[2:0] + 3'd6
                              : entry_valid_shift[7] ? bottom_ptr_current[2:0] + 3'd7
                              :                        3'd7;  
endmodule
==> impl_metrics.env <==
# implementation run metrics
export IMPL_yosys_stat_cells=137
export IMPL_core_um2=4820
export IMPL_worstPathArrival_ns=2.95
export IMPL_timing_max_slew_rel_slack_pct=75.6
export IMPL_max_vdd_ir_drop_uv=56.0
export IMPL_setup_worst_path_start_class="input pin"
export IMPL_netlist_area_leader_share_pct=10.4
export IMPL_startpoint="bottom_ptr_current[0]"
export IMPL_detailed_placement_hpwl_mm=3.17
export IMPL_outcome="completed"
export IMPL_yosysTopAreaCell="mux2i_1"
export IMPL_finalCoreUtilization_pct=36.8
export IMPL_rsz0062_at_grt="no"
export IMPL_chip_area_um2=8280
export IMPL_worstPathMaxFanout=6
export IMPL_finalWeightedCongestion=0.995
export IMPL_cell_pwr_density_nw_per_um2=164
export IMPL_non_filler_cells_in_the_finished_layout=266
export IMPL_avg_cell_area_syn_um2=7.70
export IMPL_grt_util_met2_pct=15.9
export IMPL_yosysWarnings=0
export IMPL_p_leak_uw=0.000772
export IMPL_endpoints_failing_setup=0
export IMPL_die_h_um=91
export IMPL_floorplan_rows=25
export IMPL_grtUsageMet3_pct=0.498
export IMPL_maxSlewViolCount=0
export IMPL_layout_cell_area_non_filler_um2=1770
export IMPL_postLayoutSetupSlackWorst_ns=0.166
export IMPL_hold_viol=0
export IMPL_placed_cell_area_um2=1590
export IMPL_min_path_type="in2out"
export IMPL_fin_crit_ns=3.73
export IMPL_final_antenna_net_count=0
export IMPL_portBuffers=14
export IMPL_post_drt_via_cell_ratio=5.14
export IMPL_endpoint="bottom_ptr_next[2]"
export IMPL_drt_drc_violations_left=0
export IMPL_wl_per_cell_um=14.7
export IMPL_global_route_overflow_total=0
export IMPL_cap_viol_max_count=0
export IMPL_grt_first_pass_wirelength_mm=6.61
export IMPL_gr_max_usage_layer="met2"
export IMPL_detail_route_antenna_diodes=0
export IMPL_fin_setup_tns_ns=0
export IMPL_initial_utilization_pct=21.9
export IMPL_grt_use_met1_pct=13.4
export IMPL_post_synth_inst_count=137
export IMPL_area_grow_syn2layout_pct=68.0
export IMPL_critPathKind="in2out"
export IMPL_yosysMostFrequentCell="mux2i_1"
export IMPL_synth_top_cells_by_count="mux2i_1 (11), nor2_1 (8), inv_1 (6), nand2_1 (6), o21ai_0 (6)"
export IMPL_die_w_um=91
export IMPL_vias=1368
export IMPL_sort_of_element_at_the_end_of_the_critical_path="output port"
export IMPL_fraction_of_layout_instances_using_a_drive_strength_above_1_pct=44.2
export IMPL_clock_fmax_mhz=268
export IMPL_place_inst=259
export IMPL_nClkBuffers=0
export IMPL_maximum_number_of_pins_on_one_net_before_global_route_repair=26
export IMPL_io_pins=14
export IMPL_fin_crit_sh_pct=95.7
export IMPL_drt_initial_drc_count=144
export IMPL_grt_util_all_layers_pct=9.31
export IMPL_grt_antenna_before_repair=0
export IMPL_timing_worst_slew_pin_value_ns=0.365
export IMPL_synth_seq_share_pct=0
export IMPL_seq_cell_count=0
export IMPL_tool_warnings=33
export IMPL_netlist_cell_type_count=55
export IMPL_worst_path_required_ns=3.12
export IMPL_ys_area_um2=1050
export IMPL_wl_mm=3.90
export IMPL_dr_pass1_iters=4
export IMPL_grt_pass1_vias=1297
export IMPL_pre_cts_ws_ns=-0.614
export IMPL_netlist_top_cells_area="mux2i_1 (10%), buf_6 (4.3%), mux2_2 (4.3%)"
export IMPL_mappedNetlistArea_um2=1050
export IMPL_ff_latch_area_um2=0
## final cells by class
| type | instances | area (um^2) |
|---|---|---|
| tap | 67 | 83.8 |
| inverter | 6 | 22.5 |
| fill | 475 | 3050 |
| timing repair buffer | 71 | 577 |
| multi-input combinational | 122 | 1090 |
## report_power, final
group	internal (uW)	switching, uW
Clock	0	0
Combinational	158	132
Sequential	0	0
## cell families (layout without fill, tap and decap cells)
| group | count (synthesis) | after routing | synth area share (%) |
|---|---|---|---|
| xor+xnor | 2 | 2 | 1.66 |
| compound gates | 52 | 52 | 38.3 |
| fa+ha+maj | 3 | 3 | 3.56 |
| mux | 19 | 19 | 22.5 |
| simple gates | 46 | 46 | 25.5 |
| buf+inv | 15 | 77 | 8.42 |
## per-layer routing
metal	vias up	share of wire [%]
met5	-	0
met4	0	0.64
met3	2	5.1
met2	30	48
met1	644	46
li1	692	-
## worst min-delay path by stage
stage,start,end,cells past startpoint
4_1_cts,bottom_ptr_current[0],bottom_ptr_next[0],5
5_1_grt,bottom_ptr_current[0],bottom_ptr_next[0],5
6_report,bottom_ptr_current[0],bottom_ptr_next[0],5
## timing repair
action / in CTS / in global routing
buffers inserted: 5 / 2
endpoints found under the setup margin: 3 / 3
resized: 35 / 10
hold buffers: 0 / 0
cloned: 0 / 0
pin swaps: 8 / 3
## stage by stage
step           hold WS, ns  total power (uW)
2_1_floorplan         1.98               140
3_3_place_gp          2.69               256
3_5_place_dp          2.69               256
4_1_cts               2.31               278
5_1_grt               2.26               316
6_report              2.21               290
## cells in the final DEF (no fill, tap or decap), drive strengths merged, types with 3 or more instances in the layout
master and instances:
mux2i 11, and3 3, nand3 5, buf 57
nand2b 3, nand2 6, mux2 5, dlygate4sd2 9
a21oi 4, nor3 4, nor2 8, ha 3
o211ai 4, o31ai 3, inv 6, a221o 3
a211oi 6, o21ai 8, mux4 3, a221oi 3
o211a 3, o22ai 3, o32ai 3
## worst max-delay path, cell delays in order
cell and delay [ns]:
clkbuf_2 0.11, inv_2 0.06, ha_4 0.25, buf_4 0.13, buf_4 0.15, mux2i_1 0.13, and3_1 0.19, a221o_2 0.33
and3_1 0.16, o311a_1 0.36, o21ai_2 0.10, dlygate4sd2_1 0.21
Power and IR drop assume default switching activity.
